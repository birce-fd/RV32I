[./run.sh]
#!/bin/bash
# OpenROAD 26Q1-2900-gdf79404cd8, Yosys 0.63+post, stock flow scripts
make -C /OpenROAD-flow-scripts/flow DESIGN_CONFIG=/design/flow/config.mk WORK_HOME=/design/flow/orfs finish
[./config.mk]
export PLATFORM = sky130hd
export DESIGN_NAME = mux_4x1
export DESIGN_NICKNAME = mux_4x1
export VERILOG_FILES = /design/flow/design.v
export SDC_FILE = /design/flow/constraint.sdc
export NUM_CORES = 4
export LEC_CHECK = 1
export CORE_AREA = 10 10 95 95
export DIE_AREA = 0 0 105 105
[./constraint.sdc]
current_design mux_4x1

set clk_period 1.0
set clk_io_pct 0.2

create_clock -name clk0 -period $clk_period

set non_clock_inputs [all_inputs -no_clocks]
set_input_delay [expr $clk_period * $clk_io_pct] -clock clk0 $non_clock_inputs
set_output_delay [expr $clk_period * $clk_io_pct] -clock clk0 [all_outputs]
[./design.v]
`timescale 1ns / 1ps
module mux_4x1(a, b, c, d, s, q);
    input [31:0]a, b, c, d;
    input [1:0]s;
    output [31:0]q;
    assign q = select(a, b, c, d, s);
    function [31:0]select;
        input [31:0]a, b, c, d;
        input [1:0]s;
        case (s)
            2'b00 : select = a;
            2'b01 : select = b;
            2'b10 : select = c;
            2'b11 : select = d;
        endcase
    endfunction
endmodule
==> impl_metrics.yaml <==
# yosys + openroad results
setup_path:
  critPathMaxFanout: 7
  cp_data_required_time_ns: 0.80
  cp-end-kind: "primary output"
  critPathSlowestCell: "mux4_2"
  cp_num_cells: 4
  worstPathArrival_ns: 1.12
  path_class: "input port to primary output"
  start_kind: "input port"
  cp_top_family: "multiplexers"
  cp.buffers_inverters: 3
  max_stage_delay_ns: 0.51
  path_cells: "buf_16 > buf_12 > mux4_2 > buf_2"
drt:
  via_per_inst: 4.18
  num_vias: 1257
  firstDrtPassIters: 2
  drtIter0Drc: 20
  drc: 0
  drtAntennaViolNets: 0
  drt-total-wl_um: 6570
  wl_per_cell_um: 21.8
final_layout:
  seq_cells: 0
  drive_gt1_frac: 0.373
  seq_area_sq_um: 0
  final.clkbuf_count: 0
  fill_cells: 763
  flow.area_growth_from_synthesis_pct: 191
run:
  warnings: 35
  max-cap-violations: 0
timing:
  whs_ns: 0.884
  max_slew_margin: 0.874
  setup_ws_ns: -0.325
  drv_slew: 0
  worst_pin_slew_ns: 0.189
  rsz0062_at_grt: "yes"
  max_freq_ghz: 0.755
  hold_viol: 0
  setup-violations-final: 32
  finalClockPeriodUsage: 1.32
  finalCriticalPeriod_ns: 1.32
yosys:
  ys_area_sq_um: 815
  postSynthAreaPerCell_sq_um: 20.9
  yosysTopAreaCell: "mux4_2"
  yosysSeqAreaShare: 0
  top_cell_area_share: 0.829
  ys_types: 5
  syn_area_sq_um: 815
  synthTopCellsByArea: "mux4_2 (83%), buf_12 (7.4%), mux4_1 (6.5%), buf_2 (1.8%), buf_6 (1.4%)"
  yosys_cells: 39
  synthCells: 39
  yosysWarnings: 1
clocking:
  cts_setup_buffers: 0
  cts_hold_buffers: 0
global_route:
  antenna_found_initial: 1
  grt_pass1_wl_um: 9480
  grt_overflow: 0
  track_usage: 0.113
  grt_pass1_vias: 1510
  grt_max_degree: 15
placed_design:
  io_buffers: 162
  post-place-ws_ns: -0.957
  dp.final_hpwl_um: 5590
  place_congestion: 0.777
die:
  dieArea_sq_mm: 0.0110
  initial_core_util: 0.118
  ios: 162
  die_height_um: 105
  fp.coreArea_sq_mm: 0.00691
  num_rows: 30
  die_w_um: 105
status:
  status: "complete, but fails checks"
  violations: "negative setup slack"
min_path:
  holdCritPathClass: "input port to primary output"
  min_path_cells: 3
  min-delay-start: "a[12]"
  min_to: "q[12]"
power_and_ir_drop:
  ir_worst_vdd_v: 0.000135
  p_leak_nw: 1.12
  power_density_mw_per_mm2: 363
  p_total_w: 0.000862
[metal layers]
layer,track usage,vias to the layer above,wire length [um]
li1,-,541,-
met1,0.145,595,2800
met2,0.183,119,2930
met3,0.0503,2,807
met4,0,0,21
met5,0,-,0
[worst max path at each step]
stage	start	to	slack, ns
CTS	s[0]	q[18]	-0.33
global route	s[0]	q[13]	-0.36
finish	s[0]	q[10]	-0.32
[what timing repair did]
| item | in CTS | in global routing |
|---|---|---|
| gates resized | 247 | 0 |
| endpoints found under the setup margin | 32 | 32 |
| cloned | 4 | 1 |
[cells by family (layout without fill, tap and decap cells)]
kind of cell	Yosys count	count (layout)	share of synthesized area
buffers and inverters	7	172	0.106
muxes	32	32	0.894
other	0	1	0
[report_power, final]
part / switching [W] / total (W) / internal (W)
logic: 0.000233 / 0.000862 / 0.000628
clock network: 0 / 0.000000000134 / 0.000000000134
registers: 0 / 0 / 0
[layout by cell type, fill, tap and decap left out, drive strengths merged]
cell type	instances
dlygate4sd2	128
buf	43
mux4	32
diode	1
clkbuf	1
[area by class of cell]
type	instances	area [sq um]	area share
diodes	1	2.50	0.00106
multi-input cells	32	721	0.304
well taps	96	120	0.0507
repair buffers	172	1530	0.644
[stage by stage]
step | cells | cell area (sq um) | TNS [ns] | util
global route | 301 | 2370 | -10.62 | 0.343
finish | 301 | 2370 | -9.43 | 0.343
detailed placement | 295 | 2530 | -28.72 | 0.366
global placement | 295 | 2530 | -28.55 | 0.366
CTS | 299 | 2340 | -9.65 | 0.339
floorplan | 39 | 823 | -2.75 | -
[Yosys cell counts]
library cell and n:
buf_12 3, buf_2 3, mux4_2 30, buf_6 1, mux4_1 2
