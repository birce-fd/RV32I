--- ./run.sh ---
#!/bin/bash
# OpenROAD 26Q1-2900-gdf79404cd8, Yosys 0.63+post, stock flow scripts
make -C /OpenROAD-flow-scripts/flow DESIGN_CONFIG=/design/flow/config.mk WORK_HOME=/design/flow/orfs finish
--- ./config.mk ---
export PLATFORM = sky130hd
export DESIGN_NAME = ALU
export DESIGN_NICKNAME = ALU
export VERILOG_FILES = /design/flow/design.v
export SDC_FILE = /design/flow/constraint.sdc
export NUM_CORES = 4
export LEC_CHECK = 1
export CORE_UTILIZATION = 40
--- ./constraint.sdc ---
current_design ALU

set clk_period 9.9
set clk_io_pct 0.2

create_clock -name clk0 -period $clk_period

set non_clock_inputs [all_inputs -no_clocks]
set_input_delay [expr $clk_period * $clk_io_pct] -clock clk0 $non_clock_inputs
set_output_delay [expr $clk_period * $clk_io_pct] -clock clk0 [all_outputs]
--- ./design.v ---
`timescale 1ns / 1ps
module ALU(a, b, ctrl, result, zeroFlag, LessFlag);
    input [31:0]a, b;
    input [3:0]ctrl;
    output reg [31:0]result;
    output LessFlag;
    output zeroFlag;
    always @(*) begin
        case (ctrl)
            4'b0000 : result = a + b;                        
            4'b0001 : result = ($signed(a) < $signed(b)) ? 1 : 0;   
            4'b0010 : result = a < b ? 1 : 0;                
            4'b0011 : result = a ^ b;                        
            4'b0100 : result = a | b;                        
            4'b0111 : result = a & b;                        
            4'b1000 : result = a << b[4:0];                  
            4'b1001 : result = a >> b[4:0];                  
            4'b1010 : result = $signed(a) >>> b[4:0];        
            4'b1011 : result = a - b;                        
            default :;
        endcase
        end
    assign zeroFlag = result ? 0 : 1;
    assign LessFlag = ($signed(a) < $signed(b)) ? 1 : 0;
endmodule
==> impl_metrics.toml <==
# physical design summary
[status]
status = "complete, no violations"

[synth]
ys_cells = 1343
area_leaders = "ha_1, mux4_2, mux2i_1, a21oi_1, o21ai_0"
top_cells_by_count = "nor2_1, nand2_1, a21oi_1, o21ai_0, inv_1"
avgSynthCellArea_um2 = 6.99
async_flop_share_pct = 0
numSynthFlops = 32
yosysMostFrequentCell = "nor2_1"
edf_count = 0
top_area_cell = "ha_1"
synthCells = 1343
flop_cell = "dlxtn_1"
synth_cell_types = 93
yosys_warnings = 1
netlist_area_um2 = 9390
yosys_area_um2 = 9390
synth.top_cell.area_share_pct = 12.9

[power]
powerDensity_nw_per_um2 = 57.8
peakVddDrop_v = 0.0000550
p_leak_nw = 4.39

[job]
maxCapViolations = 0
warning_count = 97

[route]
wl_per_cell_um = 24.7
firstDrtPassIters = 5
num_vias = 11000
antenna_cells = 0
drc = 0
drt_iter0_drc = 1131
ant_nets = 0
totalWireLength_um = 41700
vias_per_cell = 6.51

[critical_path]
path_max_fanout = 50
worst_path_most_repeated_cell = "clkdlybuf4s50_1"
cp.required_ps = 7920
critPathKind = "in2out"
critPathLaunchType = "input pin"
path_cells = "clkdlybuf4s50_1, buf_4, clkinv_1, ha_1, nor2_1, o311ai_1, a2111oi_2, nor3_1, o221ai_2, a211oi_1, o41ai_2, nand2_1, a22o_1, clkdlybuf4s50_1"
endpoint_kind = "output port"
arrival_ps = 6750
cp-startpoint = "b[4]"
endpoint = "LessFlag"
slowest_delay_ps = 690
critPathSlowestCell = "clkinv_1"

[final_layout]
drive_gt1_share_pct = 8.38
area_delta_synth_final_pct = 12.2
fill_cells = 2399
largest_register_ffs = 32

[final_timing]
fin_crit_sh_pct = 88.2
fmax_ghz = 0.115
setup_viol = 0
drv_slew = 0
slew_headroom_pct = 33.2
unclocked_regs = 32
rsz0062_at_grt = "false"
untimed_endpoints = 65
fin_tns_setup_ps = 0
min_period_ps = 8730
hold_slack_ps = 5310
finalHoldViolCount = 0
worst_pin_slew_ps = 994

[global_routing]
grt_max_degree = 71
track_usage_pct = 34.9
grt_pass1_wl_um = 62200
overflow = 0
antenna_found_initial = 0
grt_pass1_vias = 10200

[floorplanning]
rows = 55
dieWidth_um = 155
ios = 102
die_h_um = 155
core_area_um2 = 22800
fp_util_pct = 41.1
dieArea_um2 = 24100

[clock_network]
cts_resized = 0
holdBufCountCts = 0
post_cts_buffers = 0

[placed_design]
place_congestion = 1.01
io_buffers = 102
dp_hpwl_um = 31900

[min_path]
hp-class = "in2out"
[how the worst min path moves through the flow]
stage / start / end / slack (ps) / cells past startpoint
6_report: b[31] / LessFlag / 5310 / 5
5_1_grt: b[31] / LessFlag / 5380 / 5
4_1_cts: b[31] / LessFlag / 5320 / 5
[final cells by class]
cell class / instances / area (um2) / area share [%]
Inverter: 100 / 375 / 3.56
Multi-Input combinational cell: 1109 / 8070 / 76.6
Sequential cell: 32 / 480 / 4.56
Tap cell: 313 / 392 / 3.72
Timing Repair Buffer: 131 / 1220 / 11.6
[metal layers]
| metal | part of all wire (%) | vias to the layer above | track usage (%) | routed length, um |
|---|---|---|---|---|
| li1 | - | 5114 | - | - |
| met1 | 42 | 5138 | 47.8 | 17600 |
| met2 | 45 | 598 | 55.4 | 18600 |
| met3 | 7.6 | 122 | 3.97 | 3150 |
| met4 | 5.7 | 0 | 16.8 | 2370 |
| met5 | 0 | - | 0 | 0 |
[through the flow]
step	worst slack [ps]	power, mW	instances	instance area (um2)	util [%]
6_report	1170	0.609	1685	10500	46.1
5_1_grt	935	0.654	1685	10500	46.1
4_1_cts	1310	0.598	1685	10500	46.1
3_5_place_dp	1350	0.594	1685	10500	46.1
3_3_place_gp	1380	0.600	1685	10500	46.1
2_1_floorplan	2800	0.395	1343	9390	-
[cell families after synthesis]
logic type | synth area share [%]
AND-OR/OR-AND | 35.4
latches | 5.11
adder cells (fa/ha/maj) | 13.3
buffers and inverters | 9.18
multiplexers | 16.7
AND/OR/NAND/NOR | 19.5
XOR/XNOR | 0.746
[cells in the final DEF (no fill, tap or decap), drive strengths merged, types with 7 or more instances in the layout]
master and instances:
nor2 145, nand2 122, o21ai 111, a21oi 110, inv 99, clkdlybuf4s50 98
ha 97, mux2i 62, buf 33, dlxtn 32, mux4 31, a31oi 23
mux2 22, nand3 22, nor3 22, a221oi 19, a22oi 19, o22ai 17
a211oi 17, nand4 17, o21bai 17, o211ai 16, nor4 16, o31ai 12
a221o 12, o221ai 12, o2111ai 11, a21o 10, a211o 10, nand2b 9
or3 9, nor2b 9, and2 7, o311ai 7
[worst max-delay path: cells and delay by family]
kind / cells / cell delay [ps]
buffers and inverters: 4 / 1960
AOI/OAI and AO/OA: 6 / 1770
and+or+nand+nor: 3 / 380
adders and majority gates: 1 / 660
[where the power goes]
group / internal, mW / switching (mW)
registers: 0.0201 / 0.00458
clock network: 0 / 0
logic: 0.224 / 0.361
No activity file was given, so power comes from the tool's default toggle rates.
